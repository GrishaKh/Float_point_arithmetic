File: flow/config.mk
export PLATFORM = sky130hd
export DESIGN_NAME = init_number
export DESIGN_NICKNAME = init_number
export VERILOG_FILES = /design/flow/design.v
export SDC_FILE = /design/flow/constraint.sdc
export NUM_CORES = 4
export LEC_CHECK = 1
export CORE_AREA = 10 10 86 86
export DIE_AREA = 0 0 96 96
File: flow/constraint.sdc
current_design init_number

set clk_period 5.7
set clk_io_pct 0.2

create_clock -name clk0 -period $clk_period

set non_clock_inputs [all_inputs -no_clocks]
set_input_delay [expr $clk_period * $clk_io_pct] -clock clk0 $non_clock_inputs
set_output_delay [expr $clk_period * $clk_io_pct] -clock clk0 [all_outputs]
File: flow/design.v
module div_number
#(
    parameter EXP_SIZE    = 11,
    parameter MANTIS_SIZE = 52
)
(
    number,
    sign,
    exp,
    mantis
);
input [(1+EXP_SIZE+MANTIS_SIZE)-1:0] number;
output                   sign;    
output [EXP_SIZE   -1:0] exp;     
output [MANTIS_SIZE-1:0] mantis;  
assign {sign, exp, mantis} = number;
endmodule  
module extender
#(
    parameter MANTIS_SIZE = 52
)
(
    mantis,
    type_number,
    mantis_out
);
input [MANTIS_SIZE-1:0] mantis;       
input [2:0]             type_number;  
output [(MANTIS_SIZE+3)-1:0] mantis_out;  
localparam [2:0] NORMAL = 3'b011;
assign mantis_out = type_number == NORMAL ?  
                    {1'b1, mantis, 2'b00} :  
                    {mantis, 3'b000};        
endmodule  
module init_number
#(
    parameter EXP_SIZE    = 11,
    parameter MANTIS_SIZE = 52
)
(
    number,
    sign,
    exp,
    mantis,
    ext_mantis,
    type
);
input [(1+EXP_SIZE+MANTIS_SIZE)-1:0] number;  
output                       sign;        
output [EXP_SIZE       -1:0] exp;         
output [ MANTIS_SIZE   -1:0] mantis;      
output [(MANTIS_SIZE+3)-1:0] ext_mantis;  
output [2:0]                 type;        
div_number __div_number
(
    .number (number),
    .sign   (sign),
    .exp    (exp),
    .mantis (mantis)
);
type_detect __type_number
(
    .type   (type),
    .exp    (exp),
    .mantis (mantis)
);
extender __extender
(
    .mantis      (mantis),
    .type_number (type),
    .mantis_out  (ext_mantis)
);
endmodule  
module type_detect
#(
    parameter EXP_SIZE    = 11,
    parameter MANTIS_SIZE = 52
)
(
    exp,
    mantis,
    type
);
input [EXP_SIZE   -1:0] exp;     
input [MANTIS_SIZE-1:0] mantis;  
output reg [2:0] type;  
parameter [2:0] ZERO      = 3'b000,
                INF       = 3'b001,
                SUBNORMAL = 3'b010,
                NORMAL    = 3'b011,
                NAN       = 3'b100;
always @(*) begin
    if (|exp) begin
        if (&exp) begin
            if (|mantis) type = NAN;
            else         type = INF;
        end
        else             type = NORMAL;
    end
    else begin
        if (|mantis)     type = SUBNORMAL;
        else             type = ZERO;
    end
end
endmodule  
File: flow/run.sh
#!/bin/bash
# OpenROAD 26Q1-2900-gdf79404cd8, Yosys 0.63+post, stock flow scripts
make -C /OpenROAD-flow-scripts/flow DESIGN_CONFIG=/design/flow/config.mk WORK_HOME=/design/flow/orfs finish
==> impl_metrics.env <==
# yosys + openroad results
export IMPL_grtUsageTotal_pct=12.28
export IMPL_dp_cells=341
export IMPL_grt_pass1_vias=1581
export IMPL_instances_no_fill=341
export IMPL_cp_required_ns=4.56
export IMPL_path_class="input port to output pin"
export IMPL_tns_ns=0
export IMPL_worstMarginPinSlew_ns=0.4889
export IMPL_detail_route_iter0_violations=14
export IMPL_overflow=0
export IMPL_antenna_found_initial=0
export IMPL_antenna_cells=0
export IMPL_core_sq_um=5540
export IMPL_grtUsageMet2_pct=23.60
export IMPL_initCoreUtil_pct=25.14
export IMPL_ys_area_sq_um=1393
export IMPL_use_met1_pct=12.20
export IMPL_clock_buffers=0
export IMPL_cp_max_fo=4
export IMPL_vias=1485
export IMPL_yosys_top_cells_count="67 x buf_4, 40 x mux2_1, 14 x nor4_1, 6 x mux2_4, 5 x mux2_2"
export IMPL_max_vdd_ir_drop_mv=0.02590
export IMPL_seq_cell_count=0
export IMPL_final_util_pct=50.09
export IMPL_die_w_microns=96
export IMPL_p_per_area_nw_per_um2=57.27
export IMPL_finalSetupViolCount=0
export IMPL_slew_headroom_pct=67.16
export IMPL_fin_crit_sh_pct=77.56
export IMPL_cap_violations=0
export IMPL_ios=186
export IMPL_status="completed"
export IMPL_synth_most_common_cell="buf_4"
export IMPL_rsz0062_at_grt="no"
export IMPL_critPathMaxStageDelay_ns=0.49
export IMPL_hpwl_microns=5875
export IMPL_area_growth_pct=99.28
export IMPL_p_leak_nw=1.003
export IMPL_path_cells="clkdlybuf4s50_1 > nor4_1 > nand4_1 > nor4_1 > a21o_1 > clkdlybuf4s50_1"
export IMPL_syn_area_sq_um=1393
export IMPL_synth_warning_count=1
export IMPL_rows=27
export IMPL_setup_ws_ns=1.279
export IMPL_cp_start_kind="input port"
export IMPL_top_area_cell="buf_4"
export IMPL_route_detailed_drc=0
export IMPL_finalPower_mw=0.1589
export IMPL_die_h_microns=96
export IMPL_grt_busiest_layer="met2"
export IMPL_post_drt_wl_per_cell_microns=19.03
export IMPL_post_dp_cell_area_sq_um=2775
export IMPL_drt_pass1_iterations=4
export IMPL_hold_viol=0
export IMPL_hold_buffers=0
export IMPL_viasPerCell=4.355
export IMPL_min_path_type="input port to output pin"
export IMPL_cts_resized=0
export IMPL_preCtsSetupSlack_ns=1.233
export IMPL_slew_violations=0
export IMPL_design_area_sq_um=2775
export IMPL_seq_area_sq_um=0
export IMPL_period_minus_slack_ns=4.421
export IMPL_grt_max_degree=29
export IMPL_fillers=541
export IMPL_ant_nets=0
export IMPL_portBuffers=182
export IMPL_whs_ns=2.280
export IMPL_top_cells_by_area="buf_4 36%, mux2_1 32%, mux2_4 6.5%"
export IMPL_wirelength_microns=6490
export IMPL_ys_seq_share_pct=0
export IMPL_synth_distinct_cells=19
export IMPL_yosys_cells=155
export IMPL_cts_setup_buffers=0
export IMPL_die_area_sq_um=9216
export IMPL_use_met3_pct=6.132
export IMPL_critPathArrivalTime_ns=3.28
export IMPL_grt_pass1_wl_microns=9032
export IMPL_fmax_ghz=0.2262
export IMPL_logic_area_sq_um=848.3
export IMPL_openroad_warnings=32
export IMPL_place_gp_congestion=0.7681
export IMPL_synth_top_cell_area_share_pct=36.12
export IMPL_synthCells=155
export IMPL_synth_avg_cell_area_sq_um=8.984
export IMPL_end_kind="output pin"
export IMPL_drive_above_1_share_pct=6.691
export IMPL_worst_path_max_delay_cell="clkdlybuf4s50_1"
[worst max-delay path: cells and delay by family]
| family | cells | cell delay, ns |
|---|---|---|
| buffers and inverters | 2 | 0.97 |
| and+or+nand+nor | 3 | 0.99 |
| AOI/OAI and AO/OA | 1 | 0.18 |
[per-layer routing]
layer  share of wire, %  up-vias
met5                  0        -
li1                   -      738
met2                 52       92
met3                 15        0
met4                  0        0
met1                 33      655
[layout make-up]
type | count | share of cell area [%]
tap | 72 | 3.246
timing repair buffer | 184 | 66.19
multi-input combinational | 85 | 30.57
[path summary, 6_finish.rpt]
kind	start	end	slack, ns	cells after the start
worst max-delay path	number[9]	type[0]	1.28	6
worst min-delay path	number[63]	sign	2.28	0
[cells by family (layout without fill, tap and decap cells)]
family / count (synthesis) / count (layout) / synth area share (%)
mux: 51 / 51 / 42.86
other cells: 1 / 2 / 0.2693
compound gates: 3 / 3 / 2.606
simple gates: 29 / 29 / 14.91
buf+inv: 71 / 184 / 39.35
[cell usage in the layout, fill, tap and decap left out, drive strengths merged]
cell and n:
or2 1, nor4 16, a31oi 1, and2 1, nor3 2, o21bai 1
a21o 1, buf 2, conb 2, nand2 1, nand4 4, nand3 3
nor2b 1, mux2 51, clkdlybuf4s50 182
[power by group]
part	switching (mW)	internal (mW)
combinational	0.0403	0.119
clock	0	0
sequential	0	0
