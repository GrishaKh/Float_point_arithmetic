$ cat flow/config.mk
export PLATFORM = sky130hd
export DESIGN_NAME = standardizer
export DESIGN_NICKNAME = standardizer
export VERILOG_FILES = /design/flow/design.v
export SDC_FILE = /design/flow/constraint.sdc
export NUM_CORES = 4
export LEC_CHECK = 1
export CORE_UTILIZATION = 40
$ cat flow/constraint.sdc
current_design standardizer

set clk_period 59.5
set clk_io_pct 0.2

create_clock -name clk0 -period $clk_period

set non_clock_inputs [all_inputs -no_clocks]
set_input_delay [expr $clk_period * $clk_io_pct] -clock clk0 $non_clock_inputs
set_output_delay [expr $clk_period * $clk_io_pct] -clock clk0 [all_outputs]
$ cat flow/design.v
module normalize
#(
    parameter MANTIS_SIZE = 52+3,
    parameter EXP_SIZE    = 11
)
(
    exp_in,
    mantis_in,
    exp_out,
    mantis_out
);
input [EXP_SIZE-1:0]    exp_in;     
input [MANTIS_SIZE-1:0] mantis_in;  
output reg [EXP_SIZE-1:0]    exp_out;     
output reg [MANTIS_SIZE-1:0] mantis_out;  
reg [5:0] shift;  
function [5:0] shift_mantis;
    input [MANTIS_SIZE-1:0] bits;  
    reg [5:0] res;  
    integer   i;
    begin
        res = 0;
        for (i = 0; i < MANTIS_SIZE; i = i + 1)
        begin
            if (!res) begin  
                if (bits[MANTIS_SIZE-1-i]) begin
                    res = i;
                end
            end
        end
        shift_mantis = res;  
    end
endfunction  
always @(*) begin
    if (mantis_in[MANTIS_SIZE-1]) shift = 0;
    else                          shift = shift_mantis(mantis_in);
    if (exp_in >= shift) begin  
        mantis_out = (mantis_in << shift);
        exp_out = (exp_in - shift);
    end
    else begin                  
        mantis_out = (mantis_in << exp_in);
        exp_out = 0;
    end
end
endmodule  
module round
#(
    parameter EXP_SIZE    = 11,
    parameter MANTIS_SIZE = 52
)
(
    exp,
    mantis,
    operator,
    loss,
    mantis_out,
    exp_out
);
input [ EXP_SIZE      -1:0] exp;       
input [(MANTIS_SIZE+3)-1:0] mantis;    
input                       loss;      
input                       operator;  
output [EXP_SIZE   -1:0] exp_out;     
output [MANTIS_SIZE-1:0] mantis_out;  
wire [MANTIS_SIZE:0] mantis_tmp;  
wire                 carry;       
wire [1:0]           r_bits;      
wire                 s;
assign r_bits     = mantis[1:0];
assign s          = loss&(~operator) | ~loss&mantis[2];
assign exp_out    = exp + carry;
assign mantis_out = |exp ? mantis_tmp[MANTIS_SIZE-1:0] : mantis_tmp[MANTIS_SIZE:1];
assign {carry, mantis_tmp} = (r_bits > 2'b10 || (r_bits == 2'b10 && s)) ?
                             mantis[(MANTIS_SIZE+3)-1:2] + 1'b1 : mantis[(MANTIS_SIZE+3)-1:2];
endmodule  
module standardizer
#(
    parameter EXP_SIZE    = 11,
    parameter MANTIS_SIZE = 52
)
(
    exp_in,
    mantis_in,
    operator_in,
    loss,
    exp_out,
    mantis_out
);
input [ EXP_SIZE      -1:0] exp_in;       
input [(MANTIS_SIZE+3)-1:0] mantis_in;    
input                       loss;         
input                       operator_in;  
output [EXP_SIZE   -1:0] exp_out;     
output [MANTIS_SIZE-1:0] mantis_out;  
wire [ EXP_SIZE      -1:0] exp_norm;     
wire [(MANTIS_SIZE+3)-1:0] mantis_norm;  
normalize __normalize
(
    .exp_in     (exp_in),
    .mantis_in  (mantis_in),
    .exp_out    (exp_norm),
    .mantis_out (mantis_norm)
);
round __round
(
    .exp        (exp_norm),
    .mantis     (mantis_norm),
    .operator   (operator_in),
    .loss       (loss),
    .exp_out    (exp_out),
    .mantis_out (mantis_out)
);
endmodule  
$ cat flow/run.sh
#!/bin/bash
# OpenROAD 26Q1-2900-gdf79404cd8, Yosys 0.63+post, stock flow scripts
make -C /OpenROAD-flow-scripts/flow DESIGN_CONFIG=/design/flow/config.mk WORK_HOME=/design/flow/orfs finish
==> run_results.csv <==
group,metric,value,unit
logic_synthesis,aoi_share,38.85,%
logic_synthesis,logic_family,"AND-OR/OR-AND gates",
clock_network,cts_setup_buffers,0,
routing,avgViaCountPerCell,6.866,
cells_and_area,register_area,0,um^2
hold_path,min_path_type,"in -> out",
routing,first_pass_iters,6,
sta,setup_slack,18.73,ns
sta,finalHoldViolCount,0,
routing,num_vias,13760,
logic_synthesis,syn_inst,1608,
floorplan,die-height,164.8,um
power,power_density,22.78,nW/um^2
logic_synthesis,yosys_warnings,1,
clock_network,ctsResizeCount,0,
routing,drtAntennaViolNets,0,
logic_synthesis,synth_area,10600,um^2
critical_path,critPathLaunchType,"primary input",
floorplan,die_area,27160,um^2
grt,grt_first_pass_wirelength,74.38,mm
cells_and_area,fin_area,12160,um^2
floorplan,die_w,164.8,um
floorplan,fp_util,40.69,%
grt,grt_use_total,35.81,%
grt,gr-total-overflow,0,
sta,fin_crit,40.77,ns
logic_synthesis,muxShareOfSynthArea,13.22,%
power,p_leak,4.499,nW
logic_synthesis,simple_gate_share,36.23,%
critical_path,worst-path-max-fanout,44,
status,outcome,"completed",
cells_and_area,layout.cells.non_filler,2004,
grt,antenna_found_initial,0,
logic_synthesis,topCellsByArea,"mux2i_1, nand2_1, nor2_1",
critical_path,endpoint_kind,"primary output",
cells_and_area,syn_to_final_growth,14.72,%
sta,finalSetupViolations,0,
grt,grt_start_max_net_pins,63,
critical_path,cp.arrival,28.87,ns
sta,slew_violations,0,
logic_synthesis,largest_area_cell,"mux2i_1",
critical_path,cp_common_cell,"o21ai_1",
cells_and_area,nFillCells,2707,
sta,rsz0062_at_grt,"no",
logic_synthesis,syn_avg_cell_area,6.594,um^2
clock_network,cts-hold-fix-buffers,0,
routing,wl_per_cell,24.19,um
critical_path,slowest_stage,"or4b_1",
logic_synthesis,xor_share,4.461,%
sta,worst_slew_pin_slew,0.8517,ns
critical_path,worstPathRequired,47.60,ns
sta,clock.fmax,0.02453,GHz
placement,io_buffers,131,
logic_synthesis,ys_chip_area,10600,um^2
logic_synthesis,synthAdderAreaFrac,1.251,%
routing,drc_errors,0,
logic_synthesis,synth_cell_types,116,
sta,layout_worst_path_cycle_share,68.52,%
routing,wirelength,48.47,mm
logic_synthesis,ys_cells,1608,
sta,setup_tns,0,ns
placement,hpwl,38.64,mm
sta,relSlewSlack,41.60,%
floorplan,core_region_area,26060,um^2
cells_and_area,logic_area,10030,um^2
placement,postPlaceCellArea,12160,um^2
critical_path,max_stage_delay,0.74,ns
placement,numPlacedInstances,2004,
job,maxCapViolations,0,
logic_synthesis,ys_seq_share,0,%
critical_path,cp_num_buf_inv,4,
cells_and_area,seq_cells,0,
floorplan,rows,59,
grt,grt_pass1_vias,12409,
logic_synthesis,synth.top_cell.area_share,9.252,%
cells_and_area,drive_above_1_share,9.467,%
job,warnings,32,
routing,drt_iter0_markers,1520,
power,ir_drop,0.00001234,V
placement,place_congestion,1.025,
cells_and_area,clkbuf_count,0,
routing,n_antenna_cell,0,
critical_path,crit_family,"simple AND/OR/NAND/NOR gates",
sta,whs,24.94,ns
critical_path,critPathKind,"in -> out",
floorplan,io_pins,131,
placement,dp_slack,19.17,ns
[metal layers]
layer | track usage (%) | share of wire, %
met1 | 51.99 | 45
met2 | 56.51 | 45
met3 | 5.915 | 8.8
met4 | 5.046 | 1.7
met5 | 0 | 0
[power by group]
part	internal (mW)	total, mW	switching, mW
clock network	0	0	0
registers	0	0	0
logic	0.115	0.277	0.162
[placed cells by master, fill, tap and decap left out, drive strengths merged, types with 15 or more instances in the layout]
| cell | count |
|---|---|
| nand2 | 153 |
| nor2 | 147 |
| clkdlybuf4s50 | 131 |
| a21oi | 106 |
| nand3 | 100 |
| mux2i | 98 |
| o21ai | 86 |
| nor3 | 67 |
| a211oi | 48 |
| buf | 39 |
| and3 | 33 |
| a31oi | 31 |
| inv | 30 |
| xnor2 | 30 |
| o211ai | 29 |
| nor4 | 28 |
| mux2 | 27 |
| and2 | 27 |
| xor2 | 24 |
| nand4 | 23 |
| a211o | 20 |
| or3 | 19 |
| nand2b | 19 |
| o22ai | 19 |
| o21a | 18 |
| o31ai | 15 |
| or4 | 15 |
[synthesized netlist by cell type, types with 13 or more instances]
master,number
a211o_1,18
buf_2,25
nor2_1,146
o21ai_1,17
nand2_1,150
o211ai_1,27
xnor2_1,30
or2_2,13
o21ai_0,69
clkbuf_1,63
nand3_1,96
o31ai_1,14
and3_1,33
o22ai_1,19
a31oi_1,31
a211oi_1,45
and2_1,24
mux2_2,25
nor4_1,21
nor3_1,64
mux2i_1,98
inv_1,30
nand4_1,23
xor2_1,24
or3_1,19
nand2b_1,19
o21a_1,18
a21oi_1,105
[stage by stage]
step / utilization [%] / total power, mW
after floorplan: - / 0.1657
after global placement: 46.68 / 0.2719
after detailed placement: 46.68 / 0.2695
after CTS: 46.68 / 0.2710
after global routing: 46.68 / 0.2994
final: 46.68 / 0.2771
[kinds of logic (layout without fill, tap and decap cells)]
group	count (synthesis)	count (layout)
compound gates	564	564
buf+inv	139	200
simple gates	711	711
xor+xnor	54	54
fa+ha+maj	10	10
mux	130	130
[cell type report]
cell class / count / area share [%]
Inverter: 30 / 0.9258
Multi-Input combinational cell: 1469 / 82.44
Tap cell: 335 / 3.446
Timing Repair Buffer: 170 / 13.19
[final timing paths]
check                         start          to  slack (ns)  depth (start not counted)
worst min-delay path      exp_in[9]  exp_out[9]       24.94                          5
worst max-delay path  mantis_in[48]  exp_out[9]       18.73                         53
Power and IR drop assume default switching activity.
