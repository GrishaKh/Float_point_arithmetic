$ cat /design/flow/config.mk
export PLATFORM = sky130hd
export DESIGN_NAME = special_cases
export DESIGN_NICKNAME = special_cases
export VERILOG_FILES = /design/flow/design.v
export SDC_FILE = /design/flow/constraint.sdc
export NUM_CORES = 4
export LEC_CHECK = 1
export CORE_UTILIZATION = 50
$ cat /design/flow/run.sh
#!/bin/bash
# OpenROAD 26Q1-2900-gdf79404cd8, Yosys 0.63+post, stock flow scripts
make -C /OpenROAD-flow-scripts/flow DESIGN_CONFIG=/design/flow/config.mk WORK_HOME=/design/flow/orfs finish
$ cat /design/flow/design.v
module special_cases
#(
    parameter EXP_SIZE    = 11,
    parameter MANTIS_SIZE = 52
)
(
    sign_A,
    sign_B,
    exp_A,
    exp_B,
    mantis_A,
    mantis_B,
    type_A,
    type_B,
    result,
    special_case
);
parameter [2:0] ZERO      = 3'b000,
                INF       = 3'b001,
                SUBNORMAL = 3'b010,
                NORMAL    = 3'b011,
                NAN       = 3'b100;
input                   sign_A;    
input                   sign_B;    
input [EXP_SIZE   -1:0] exp_A;     
input [EXP_SIZE   -1:0] exp_B;     
input [MANTIS_SIZE-1:0] mantis_A;  
input [MANTIS_SIZE-1:0] mantis_B;  
input [2:0]             type_A;    
input [2:0]             type_B;    
output reg [(1+EXP_SIZE+MANTIS_SIZE)-1:0] result;        
output reg                                special_case;  
always @(*) begin
    if (type_A == NAN && type_B == NAN) begin
        special_case = 1'b1;
        result = (mantis_A[MANTIS_SIZE-1:0] >= mantis_B[MANTIS_SIZE-1:0]) ? 
                 (mantis_A[MANTIS_SIZE-1:0] == mantis_B[MANTIS_SIZE-1:0]) ?
                                                      {sign_A&sign_B, exp_A, 1'b1, mantis_A[MANTIS_SIZE-2:0]}:
                                                      {sign_A, exp_A, 1'b1, mantis_A[MANTIS_SIZE-2:0]}:
				    		                          {sign_B, exp_B, 1'b1, mantis_B[MANTIS_SIZE-2:0]};
    end
    else if (type_A == ZERO && type_B == ZERO) begin
        special_case = 1'b1;
        result       = {sign_A&sign_B, {((1+EXP_SIZE+MANTIS_SIZE)-1){1'b0}}};
    end
    else if (type_A == ZERO || type_B == NAN) begin
        special_case = 1'b1;
        result       = type_B == NAN ? {sign_B, exp_B, 1'b1, mantis_B[MANTIS_SIZE-2:0]}:
				                       {sign_B, exp_B, mantis_B};
    end
    else if (type_B == ZERO || type_A == NAN) begin
        special_case = 1'b1;
        result       = type_A == NAN ? {sign_A, exp_A, 1'b1, mantis_A[MANTIS_SIZE-2:0]}: 
		                               {sign_A, exp_A, mantis_A};
    end
    else if (type_A == INF) begin
        special_case = 1'b1;
        if (type_B == NORMAL || type_B == SUBNORMAL) begin
            result = {sign_A, exp_A, mantis_A};
        end
        else begin  
            if (sign_A == sign_B) result = {sign_A, {EXP_SIZE{1'b1}}, {MANTIS_SIZE{1'b0}}};
            else                  result = {1'b1, {EXP_SIZE{1'b1}}, 1'b1, {(MANTIS_SIZE-1){1'b0}}};
        end
    end
    else if (type_B == INF) begin
        special_case = 1'b1;
        result       = {sign_B, exp_B, mantis_B};
    end
    else begin
        special_case = 1'b0;
        result       = {(1+EXP_SIZE+MANTIS_SIZE){1'b0}};
    end
end
endmodule  
$ cat /design/flow/constraint.sdc
current_design special_cases

set clk_period 16.5
set clk_io_pct 0.2

create_clock -name clk0 -period $clk_period

set non_clock_inputs [all_inputs -no_clocks]
set_input_delay [expr $clk_period * $clk_io_pct] -clock clk0 $non_clock_inputs
set_output_delay [expr $clk_period * $clk_io_pct] -clock clk0 [all_outputs]
==> impl_metrics.csv <==
group,metric,value,unit
yosys,topCellsByArea,"ha_1 27%, a22o_1 18%, inv_1 8.6%",
yosys,avgSynthCellArea,7.18,um2
yosys,yosysWarningCount,1,
die,io_pins,199,
die,die_h,73.3,um
yosys,yosysUniqueCellTypes,40,
yosys,synth.top_cell.area_share,0.266,
status,outcome,"aborted with a tool error",
die,num_rows,25,
status,stop_stage,"3_3_place_gp",
yosys,netlist_top_cells_count,"58 x inv_1, 54 x ha_1, 52 x a22o_1",
yosys,ys_area,2540,um2
yosys,ys_seq_frac,0,
yosys,largest_area_cell,"ha_1",
die,chipWidth,73.3,um
yosys,top_cell,"inv_1",
yosys,netlist_area,2540,um2
die,initCoreUtil,0.528,
status,first-error,"[ERROR GPL-0301] Utilization 104.267 % exceeds 100%.",
placement,io_buffers,199,
yosys,yosys_cells,354,
yosys,synth_cells,354,
## kinds of logic after synthesis
| family | after synthesis | share of synthesized area |
|---|---|---|
| adder cells (fa/ha/maj) | 54 | 0.266 |
| AND/OR/NAND/NOR | 65 | 0.134 |
| XOR/XNOR | 2 | 0.00689 |
| buffers and inverters | 78 | 0.133 |
| AND-OR/OR-AND | 143 | 0.413 |
| multiplexers | 12 | 0.0472 |
